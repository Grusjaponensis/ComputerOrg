## flow/config.mk

```make
export PLATFORM = sky130hd
export DESIGN_NAME = dotProduct
export DESIGN_NICKNAME = dotProduct
export VERILOG_FILES = /design/flow/design.v
export SDC_FILE = /design/flow/constraint.sdc
export NUM_CORES = 4
export LEC_CHECK = 1
export CORE_AREA = 10 10 100 100
export DIE_AREA = 0 0 110 110
```

## flow/constraint.sdc

```tcl
current_design dotProduct

set clk_period 11.8
set clk_io_pct 0.2

create_clock -name clk0 -period $clk_period

set non_clock_inputs [all_inputs -no_clocks]
set_input_delay [expr $clk_period * $clk_io_pct] -clock clk0 $non_clock_inputs
set_output_delay [expr $clk_period * $clk_io_pct] -clock clk0 [all_outputs]
```

## flow/design.v

```verilog
module dotProduct(
    input [31:0] vector_a,
    input [31:0] vector_b,
    output [5:0] result
);
    integer i;
    reg [5:0] temp;
    always @(*) begin
        temp = 6'b0;  
        for (i = 0; i < 32; i = i + 1) begin 
            temp = temp + (vector_a[i] * vector_b[i]);  
        end
    end
    assign result = temp;
endmodule  
```

## flow/run.sh

```bash
#!/bin/bash
# OpenROAD 26Q1-2900-gdf79404cd8, Yosys 0.63+post, stock flow scripts
make -C /OpenROAD-flow-scripts/flow DESIGN_CONFIG=/design/flow/config.mk WORK_HOME=/design/flow/orfs finish
```

==> run notes <==
Results of the full flow below.

Clock network:
- Post-CTS repair ended up resizing 0 cells.
- The run puts the number of buffers added for setup after CTS at 0.
- The run puts the total of hold buffers inserted after clock tree synthesis at 0.

Detailed routing:
- The run gives the count of antenna diodes in the layout as 0.
- After detailed routing, the number of remaining DRC violations is 0.
- The run puts the via count at between 900 and 1000.
- The run puts the total iterations of the first detailed-routing run at 2.
- After detailed routing, the average wire length per cell comes to 9.246 um.
- The run gives the sum of routed wire length over all layers as ~2800 um.
- The run gives the DRC violation total after the first TritonRoute iteration as 5.
- The run puts the count of nets left with antenna violations after detail routing at 0.
- The run gives the via density per instance as between 3 and 4.

GRT:
- The run puts the initial antenna violation count at 0.
- Total global-route track usage over all layers is 0.04670.
- The run puts the pin count of the biggest net entering global routing at 3.
- The first global-routing pass estimated approximately 4700 um of wire.
- The run gives the number of global-route vias before repair as between 1000 and 1500.
- The global route stage reports its total congestion overflow as 0.

Yosys:
- The run puts the yosys synthesis chip area at about 0.0012 mm2.
- The run gives the synthesized area per cell as between 9 and 10 um2.
- Warnings reported by Yosys during synthesis add up to 1.
- The run gives the sequential share of the synthesized area as 0.
- Counting every instance in the synthesized netlist gives approximately 130.
- The area fraction of the largest cell type after synthesis is 0.4090.
- The most common cell in the synthesized netlist is sky130_fd_sc_hd__inv_1.
- Of all cell types, the one taking the most synthesized area is sky130_fd_sc_hd__fa_1.
- By area the synthesized netlist is led by sky130_fd_sc_hd__fa_1, sky130_fd_sc_hd__ha_1, sky130_fd_sc_hd__inv_1.
- For this design, Yosys synthesis ends with a cell count of roughly 130.
- Ranked by instance count, the synthesized netlist is headed by sky130_fd_sc_hd__inv_1, sky130_fd_sc_hd__ha_1, sky130_fd_sc_hd__fa_1.
- After synthesis, the netlist uses 9 different library cells.
- The run puts the cell area after technology mapping at 0.001224 mm2.

Finish:
- The run puts the ratio of cells with drive above 1 in the final layout at 0.004926.
- The run gives the area added between synthesis and finish as 67.69%.
- The run puts the area used by sequential logic in the layout at 0 um2.
- Clock buffers in the final layout number 0.
- The run puts the number of sequential cells in the layout at 0.
- The finished cells cover between 0.002 and 0.0025 mm2.

Power:
- The run gives the net switching power as between 100 and 150 uW.
- The run gives the switching power as a share of total power as 0.3909.
- The run gives the share of total power in sequential cells as 0.
- The run puts the leakage power of the design at roughly 0.001 uW.
- The run puts the cell internal power dissipation at about 180 uW.
- Of the total power, the clock network draws 0.
- The run puts the power density over the cells at roughly 140 mW/mm2.
- The run gives the worst voltage drop across the vdd grid as ~0.000092 V.
- The power report attributes to the combinational group a share of 1.000.

Worst setup path:
- Of all nets on the critical path, the largest fanout is 2.
- The run gives the kind of start point of the critical path as an input port.
- The run gives the required time of the worst setup path as between 9 and 10 ns.
- The critical path is of the in2out type.
- For the worst setup path, the data arrival time is roughly 8 ns.
- The worst setup path is captured at an output port.

Floorplanning:
- For this configuration, the core starts out at a cell density of 0.1567.
- The chip occupies 0.01210 mm2.
- The run puts the die extent in y at 110 um.
- The run gives the chip width as between 100 and 150 um.
- According to the floorplan log, the row count is 32.
- The floorplan report gives the top-level pin count as 70.
- The run gives the area of the core as just under 0.008 mm2.

STA:
- The run puts the number of pins exceeding their max-slew limit in the final report at 0.
- The run puts the final critical-path required period at 10.44 ns.
- The run gives the worst max-slew margin expressed relative to the limit as 0.9038.
- Setup repair after global routing left no endpoint under its margin.
- The run gives the fmax as between 90 and 100 MHz.
- In the finished design, the share of the clock period the worst path needs comes to 0.8844.
- Endpoints failing hold in the final report were tallied at 0.
- The run gives the slew at the pin with the worst max-slew slack as ~0.14 ns.
- The final report lists the setup-violating endpoint count as 0.
- The run gives the accumulated negative setup slack as 0 ns.

Min path:
- The run gives the class of the worst hold path as in2out.

Placed design:
- Buffers placed on the I/O ports in this run total ~70.
- The run gives the weighted congestion at the end of routability-driven global placement as 0.7605.
- The run gives the area after detailed placement as between 0.002 and 0.0025 mm2.
- The wire-length estimate of the detail-placed layout is roughly 2900 um.

Job:
- Summing over the stages, the warning tally comes to 34.
- The run puts the count of maximum capacitance violations at 0.

Outcome:
- The run finished with clean final reports.
-- power by group through the flow --
| stage | sequential, uW | clock [uW] | combinational (uW) |
|---|---|---|---|
| after CTS | 0 | 0 | 306 |
| after global routing | 0 | 0 | 363 |
| final | 0 | 0 | 293 |
-- cell usage in the layout, fill, tap and decap left out --
| cell type | instances |
|---|---|
| sky130_fd_sc_hd__clkdlybuf4s50_1 | 70 |
| sky130_fd_sc_hd__inv_1 | 42 |
| sky130_fd_sc_hd__ha_1 | 29 |
| sky130_fd_sc_hd__fa_1 | 25 |
| sky130_fd_sc_hd__and2_1 | 17 |
| sky130_fd_sc_hd__nand2_1 | 15 |
| sky130_fd_sc_hd__xnor2_1 | 2 |
| sky130_fd_sc_hd__nor2b_1 | 1 |
| sky130_fd_sc_hd__a21o_1 | 1 |
| sky130_fd_sc_hd__a21oi_2 | 1 |
-- cell families (layout without fill, tap and decap cells) --
kind of cell    Yosys count  count (layout)  synth area share
fa+ha+maj                54              54            0.7055
compound gates            2               2           0.01330
xor+xnor                  2               2           0.01432
simple gates             33              33            0.1380
buf+inv                  42             112            0.1288
-- worst max-delay path, cell delays in order --
cell and delay, ns:
sky130_fd_sc_hd__clkdlybuf4s50_1 0.39, sky130_fd_sc_hd__and2_1 0.17, sky130_fd_sc_hd__fa_1 0.42, sky130_fd_sc_hd__ha_1 0.30, sky130_fd_sc_hd__inv_1 0.07, sky130_fd_sc_hd__fa_1 0.43
sky130_fd_sc_hd__fa_1 0.42, sky130_fd_sc_hd__inv_1 0.08, sky130_fd_sc_hd__fa_1 0.44, sky130_fd_sc_hd__fa_1 0.54, sky130_fd_sc_hd__inv_1 0.05, sky130_fd_sc_hd__fa_1 0.52
sky130_fd_sc_hd__inv_1 0.05, sky130_fd_sc_hd__fa_1 0.53, sky130_fd_sc_hd__ha_1 0.17, sky130_fd_sc_hd__inv_1 0.06, sky130_fd_sc_hd__fa_1 0.42, sky130_fd_sc_hd__xnor2_1 0.14
sky130_fd_sc_hd__clkdlybuf4s50_1 0.48
-- per-stage QoR --
step                  util  cells  hold WS (ns)  setup slack [ns]  total power (uW)
detailed placement  0.2628    305         6.049             1.323             302.3
finish              0.2628    305         6.028             1.364             293.3
global placement    0.2628    305         6.054             1.350             306.9
floorplan                -    133         5.048             2.375             139.8
global route        0.2628    305         6.106             1.063             363.0
CTS                 0.2628    305         6.062             1.320             306.2
-- metal layers --
layer  wire length (um)  global-route usage
met3                407             0.02233
met5                  0                   0
met4                  0                   0
met1               1207             0.06209
met2               1205             0.07240
-- area by class of cell --
type / instances / area (um2)
well taps: 102 / 127.6
inverters: 42 / 157.7
repair buffers: 70 / 700.7
multi-input cells: 91 / 1066
fillers: 831 / 5756
-- path summary, 6_finish.rpt --
kind,startpoint,to,slack [ns],cells after the start
min,vector_b[0],result[1],6.03,5
max,vector_a[7],result[4],1.36,19
No activity file was given, so power comes from the tool's default toggle rates.
